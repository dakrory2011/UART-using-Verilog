==> flow/design.v <==
`timescale 1ns / 1ps
    module uart_tx
    #(parameter DATA_BITS=8,SB_TICKS =16)
    (
    input clk,reset_n,
    input tx_start,
    input tick,
    input [DATA_BITS-1:0] tx_data_in,
    output reg tx,
    output reg tx_done_tick
);
localparam idle=0,start=1,data=2,stop=3;
     reg [1:0] state;
     reg [3:0] s;
     reg [$clog2(DATA_BITS) :0] n;
always @(posedge clk or negedge reset_n) begin
        if (~reset_n) 
        begin
            state <= idle;
            s <= 0;
            n <= 0;
            tx_done_tick <= 0;
            tx<= 1;
            end 
            else
             begin
            tx_done_tick <= 0; 
            if (tick)
             begin 
             case(state)
                    idle: begin
                        if (!tx_start) 
                        begin 
                            state <=start;
                            s<= 0;
                            n<= 0;
                        end
                    end
                    start:
                     begin
                     if (s ==7)
                      begin 
                         if (!tx_start)
                             begin
                                state<= data;
                                s<= 0;
                                tx<= 0;
                             end 
                          else
                          begin 
                          state<= idle;
                            end
                       end
                       else 
                       begin
                            s<= s + 1;
                        end
                    end
                    data:
                     begin
                        if (s == 15) begin 
                            tx <= tx_data_in[n]; 
                            s<= 0;
                                if (n== 8)
                                 begin
                                    state<= stop;
                                    tx<=1;
                                    s<= 0;
                                end
                         else
                         begin
                           n<= n + 1;
                            end
                        end else begin
                            s<= s + 1;
                        end
                    end
                    stop:
                     begin
                     if (state == 15)
                          begin 
                                state <= idle;
                                tx_done_tick <= 1; 
                          end 
                      else
                            begin
                              s<= s + 1;
                            end
                    end
                endcase
        end 
   end
   end
endmodule
==> flow/run.sh <==
#!/bin/bash
# OpenROAD 26Q1-2900-gdf79404cd8, Yosys 0.63+post, stock flow scripts
make -C /OpenROAD-flow-scripts/flow DESIGN_CONFIG=/design/flow/config.mk WORK_HOME=/design/flow/orfs finish
==> flow/config.mk <==
export PLATFORM = sky130hd
export DESIGN_NAME = uart_tx
export DESIGN_NICKNAME = uart_tx
export VERILOG_FILES = /design/flow/design.v
export SDC_FILE = /design/flow/constraint.sdc
export NUM_CORES = 4
export LEC_CHECK = 1
export CORE_AREA = 10 10 85 85
export DIE_AREA = 0 0 95 95
==> flow/constraint.sdc <==
current_design uart_tx

set clk_period 3.0
set clk_io_pct 0.2

create_clock -name clk0 -period $clk_period [get_ports {clk}]

set non_clock_inputs [all_inputs -no_clocks]
set_input_delay [expr $clk_period * $clk_io_pct] -clock clk0 $non_clock_inputs
set_output_delay [expr $clk_period * $clk_io_pct] -clock clk0 [all_outputs]
==> GITHUB_STEP_SUMMARY <==
### Flow metrics

| Metric | Value |
|---|---|
| R2R Setup Slk | `1.17 ns` |
| Area fraction in xor and xnor cells | `0%` |
| Placer Congestion | `0.7904` |
| Post-synth ARST share | `100.0%` |
| Chip area | `0.009025 sq mm` |
| RR Endpoint | `n[2]` |
| Total Routing Usage GR | `4.310%` |
| Root Buffer Master | `clkbuf_8` |
| Number of enable flip-flop cells | `0` |
| Clock Sinks | `13` |
| Maxcap violations | `0` |
| IO Port Bufs | `12` |
| Adder share | `4.360%` |
| Number of max-slew violations in the final report | `0` |
| Worst Setup EP | `n[2]` |
| TritonCTS buffer count | `3` |
| Finished Core Util | `19.75%` |
| Simple-Gate Fraction of Synth Area | `21.22%` |
| Final hold vios | `0` |
| Final setup margin | `0.9705 ns` |
| Status | `complete, no violations` |
| Post-synthesis instance total | `94` |
| Compound-Gate Fraction of Synth Area | `23.26%` |
| Fmax | `492.7 MHz` |
| Crit Path Max Fanout | `13` |
| Antenna cells | `0` |
| Tool Warnings | `26` |
| Vias in the first global route | `717` |
| Seq share, synth | `38.08%` |
| R2R depth | `6` |
| Crit Path Category | `in2reg` |
| Min Clock Period, post-route | `2.030 ns` |
| Global-route wire length before repair | `3.208 mm` |
| Worst Path Required | `3.13 ns` |
| Synth Cell Area | `860.8 sq um` |
| Worst Max-Slew Pin Slew | `0.6148 ns` |
| Iteration tally of the first detailed-router pass | `7` |
| Setup TNS | `0 ns` |
| Relative slew slack | `58.88%` |
| Routed Antenna Nets | `0` |
| Setup repair after global routing missed its margin | `false` |
| Commonest flop | `dfrtp_1` |
| Crit start category | `input pin` |
| Clk latency late pin | `0.24 ns` |
| Mux contribution to synthesized area | `6.831%` |
| Via density | `4.149` |
| Starting Density | `15.73%` |
| CP endpoint kind | `flip-flop` |
| Boundary Pins | `14` |
| Final Power | `0.0003557 W` |
| Routed wire length | `1.896 mm` |
| Hold WC Path Type | `reg2reg` |
| Layout cells sized above 1 | `11.65%` |
| Yosys Warn Count | `1` |
| Hold slack | `0.5412 ns` |
| VDD IR max | `0.1100 mV` |
| H-tree depth | `1` |
| WP data arrival | `2.16 ns` |
| #FFs+latches synth | `13` |
| Antenna violations before repair | `0` |
| CTS tree | `built` |
| Core Area | `0.005473 sq mm` |
| Final setup vio count | `0` |
| Vias after detailed routing | `726` |
| Grt total ovfl | `0` |
| Pre-CTS setup slack | `0.7224 ns` |
| # fillers | `604` |
| Largest net degree at the start of global routing | `14` |
| Top non-seq family | `AND-OR/OR-AND gates` |
| Synthesis-to-finish area growth | `25.58%` |
| Post-cts sizing count | `0` |
| Mapped Avg Cell Area | `9.158 sq um` |
| Drt drc | `0` |
| Clock Tree Buf Depth | `2` |
| Die H | `95 microns` |
| Die X | `95 microns` |
| Worst setup path start | `tick` |
| Synth unique cells | `35` |
| Worst-path clk slew | `0.05 ns` |
| Yosys stat area | `860.8 sq um` |
| DP Wirelength | `1.467 mm` |
| Leak | `0.4541 nW` |
| R2R Path Start | `n[0]` |
| CTS Hold Bufs | `0` |
| PD cells | `329.0 mW/mm^2` |
| # Cells Yosys | `94` |
| Initial detailed-routing violation count | `43` |
| # rows | `27` |
| Part of the cycle the worst path needs | `67.65%` |
| Post-CTS Setup Bufs | `0` |
| DR WL/cell | `10.83 microns` |
| Fin Clk Skew | `0.002012 ns` |
critical path, stage by stage:
cell	delay, ns
clkdlybuf4s50_1	0.69
nor4bb_1	0.42
nand2b_1	0.17
a21oi_1	0.05
a31o_2	0.23
how the worst min path moves through the flow:
stage | from | end | depth (start not counted)
finish | s[1] | s[1] | 1
global route | s[1] | s[1] | 1
CTS | s[1] | s[1] | 1
registers in the layout, indices dropped and copies added (netlist names):
| register | count |
|---|---|
| s | 4 |
| n | 4 |
| tx | 1 |
| state | 4 |
final cells by class:
| type | count | area, sq um | share of cell area (%) |
|---|---|---|---|
| Inverter | 4 | 15.01 | 1.389 |
| Clock buffer | 4 | 45.04 | 4.167 |
| Timing Repair Buffer | 12 | 120.1 | 11.11 |
| Sequential cell | 13 | 327.8 | 30.32 |
| Tap cell | 72 | 90.09 | 8.333 |
| Multi-Input combinational cell | 70 | 483.0 | 44.68 |
cells in the final DEF, fill, tap and decap left out, drive strengths merged:
master          n
a32o            2
nor2            5
a21o            1
nand3           4
a21oi           8
and3            2
o22ai           1
or3             1
nor4bb          1
nand4           1
a31o            4
o21ai           7
o211a           1
nor2b           3
and3b           1
nor3            2
nor4            2
mux2i           1
dfrtp          11
a22o            4
ha              3
nand2b          2
o2111a          1
inv             4
clkdlybuf4s50  12
nand2           9
and4b           1
conb            1
dfstp           2
mux4            2
clkbuf          4
stage by stage:
| step | area (sq um) | instances |
|---|---|---|
| finish | 1081 | 175 |
| global route | 1081 | 175 |
| CTS | 1081 | 175 |
| detailed placement | 1036 | 171 |
| global placement | 1036 | 171 |
| floorplan | 860.8 | 94 |
cells by family after synthesis:
| group | Yosys count |
|---|---|
| compound gates | 29 |
| fa+ha+maj | 3 |
| buf+inv | 11 |
| flops | 13 |
| mux | 3 |
| other cells | 1 |
| simple gates | 34 |
cell usage after synthesis, drive strengths merged (2+ instances only):
cell type | n | area, sq um
buf | 4 | 22.52
mux4 | 2 | 48.80
a21oi | 8 | 40.04
o21ai | 7 | 35.03
clkbuf | 3 | 12.51
a22o | 4 | 35.03
ha | 3 | 37.54
nor2 | 5 | 18.77
a31o | 4 | 35.03
nor2b | 3 | 18.77
nand2 | 9 | 33.78
dfrtp | 11 | 275.3
a32o | 2 | 20.02
nand2b | 2 | 12.51
and3 | 2 | 15.01
dfstp | 2 | 52.55
nor4 | 2 | 12.51
nor3 | 2 | 10.01
nand3 | 4 | 20.02
inv | 4 | 15.01
power breakdown:
part	internal [W]	total (W)	switching (W)
Sequential	0.000176	0.000176	0
Combinational	0.0000160	0.0000258	0.00000980
Clock	0.0000937	0.000154	0.0000606
Total	0.000285	0.000356	0.0000704
routing by layer:
layer	vias up	track usage, %	share of wire (%)
li1	368	-	-
met1	346	5.742	48
met2	10	6.865	48
met3	2	1.282	3.7
met4	0	0.7481	0.79
met5	-	0	0
Power and IR drop assume default switching activity.
