==> design/flow/config.mk <==
export PLATFORM = sky130hd
export DESIGN_NAME = FIFO
export DESIGN_NICKNAME = FIFO
export VERILOG_FILES = /design/flow/design.v
export SDC_FILE = /design/flow/constraint.sdc
export NUM_CORES = 4
export LEC_CHECK = 1
export CORE_UTILIZATION = 30
==> design/flow/constraint.sdc <==
current_design FIFO

set clk_period 10.0
set clk_io_pct 0.2

create_clock -name clk0 -period $clk_period [get_ports {clk}]

set non_clock_inputs [all_inputs -no_clocks]
set_input_delay [expr $clk_period * $clk_io_pct] -clock clk0 $non_clock_inputs
set_output_delay [expr $clk_period * $clk_io_pct] -clock clk0 [all_outputs]
==> design/flow/design.v <==
`timescale 1ns/1ps
module FIFO #(
    parameter FIFO_WIDTH = 8, FIFO_DEPTH = 1024)
    (
      input clk, rst_n,
       input wr_en, rd_en,
       input [FIFO_WIDTH-1:0] data_in,
       output reg [FIFO_WIDTH-1:0] data_out,
       output full, empty,
       output reg wr_ack
);
    localparam ADDR_WIDTH = $clog2(FIFO_DEPTH);
    reg [FIFO_WIDTH-1:0] storage_array [FIFO_DEPTH-1:0];
    reg [ADDR_WIDTH-1:0] write_idx, read_idx;
    reg [ADDR_WIDTH:0] used_count;
    always @(posedge clk or negedge rst_n) begin
        if (!rst_n) begin
            write_idx <= 0;
            wr_ack <= 0;
        end else begin
            if (wr_en && !full) begin
                storage_array[write_idx] <= data_in;
                write_idx <= write_idx + 1;
                wr_ack <= 1;
            end else begin
                wr_ack <= 0;
            end
        end
    end
    always @(posedge clk or negedge rst_n) begin
        if (!rst_n) begin
            read_idx <= 0;
            data_out <= 0;
        end else if (rd_en && !empty) begin
            data_out <= storage_array[read_idx];
            read_idx <= read_idx + 1;
        end
    end
    always @(posedge clk or negedge rst_n) begin
        if (!rst_n) begin
            used_count <= 0;
        end else begin
            case ({wr_en && !full, rd_en && !empty})
                2'b10: used_count <= used_count + 1;
                2'b01: used_count <= used_count - 1;
                default: used_count <= used_count;
            endcase
        end
    end
    assign full = (used_count == FIFO_DEPTH);
    assign empty = (used_count == 0);
endmodule
==> design/flow/run.sh <==
#!/bin/bash
# OpenROAD 26Q1-2900-gdf79404cd8, Yosys 0.63+post, stock flow scripts
make -C /OpenROAD-flow-scripts/flow DESIGN_CONFIG=/design/flow/config.mk WORK_HOME=/design/flow/orfs finish
==> summary.txt <==
Status - stopped before the end
Terminating stage of the flow - 5_1_grt
Run Error - [ERROR GRT-0116] Global routing finished with congestion. Check the congestion regions in the DRC Viewer.
Horizontal extent of the die - 1.02 mm
Number of buffers inserted by port buffering - 22
Placement Rows - 373
Instance area at placement - 379,000 µm²
Total setup buffers inserted after CTS - 0
Area of the synthesized netlist per yosys stat - 311,000 µm²
Floorplan-stage core utilization - 0.301
Height of the chip - 1.02 mm
Prevailing post-synth register cell - sky130_fd_sc_hd__edfxtp_1
Number of storage elements in the synthesis netlist - 8,232
Post-synth EDFFs - 8,192
Instance count of the mapped netlist - 18.5k
Post-synthesis cell count from yosys - 18.5k
CTS sink cnt - 8,232
Portion of synthesized cell area occupied by the leading cell type - 0.791
Global-route usage over all layers - 1.02
Dpl cells - 36.8k
Ports - 23
Post-synthesis average cell area - 16.8 µm²
Number of buffers between clock root and the deepest sink - 5
Clock buffers created by TritonCTS - 949
First-pass GRT wire length - 6120 mm
Remaining global-route overflow - 92.2k
Share of flip-flops with an asynchronous set or reset after synthesis - 0.00486
Clock Tree Root - sky130_fd_sc_hd__clkbuf_16
Cell with the most instances after synthesis - sky130_fd_sc_hd__edfxtp_1
Hold-fix buffers, CTS - 0
Count of instances resized after the clock tree is built - 0
Via count of the first global-routing pass - 381k
Count of cell types in the netlist - 93
Cell taking the most area after synthesis - sky130_fd_sc_hd__edfxtp_1
Ranking of synthesized cells by area - sky130_fd_sc_hd__edfxtp_1, sky130_fd_sc_hd__a22oi_1, sky130_fd_sc_hd__nor3_1
Ys Warns - 2
Maximum number of pins on one net before global-route repair - 99
Sequential-to-total area share from yosys stat - 0.794
Detailed placement HPWL - 3740 mm
Top post-synthesis cells by count - sky130_fd_sc_hd__edfxtp_1, sky130_fd_sc_hd__a22oi_1, sky130_fd_sc_hd__nor2_1
Syn Std Cell Area - 311,000 µm²
Weighted congestion at the end of routability-driven global placement - 1.65
H-tree levels - 6
[cell families after synthesis]
family | count (synthesis) | synth area share
compound gates | 4460 | 0.111
xor+xnor | 30 | 0.000845
fa+ha+maj | 19 | 0.000789
buf+inv | 910 | 0.0134
flops | 8232 | 0.794
mux | 5 | 0.000161
simple gates | 4837 | 0.0791
[through the flow]
step / hold WS (ns) / utilization / worst slack [ns] / power (mW) / TNS [ns]
2_1_floorplan: 0.431 / - / 5.33 / 41.6 / 0
3_3_place_gp: 0.518 / 0.364 / -1.64 / 53.2 / -1.82
3_5_place_dp: 0.516 / 0.367 / 0.976 / 53.2 / 0
4_1_cts: 0.528 / 0.396 / 0.928 / 87.9 / 0
[layer usage]
metal	global-route usage	overflow
met1	1.03	22600
met5	0.830	922
met4	0.910	9945
met3	0.932	12100
met2	1.16	46600
No activity file was given, so power comes from the tool's default toggle rates.
