[design.v]
`timescale 1ns/1ps
module uart_rx
#(parameter DATA_BITS=8 , SB_TICKS=16)
(
    input clk,
    input reset_n,
    input tick,
    input rx,
    output reg [7:0] rx_data_out,
    output reg rx_done_tick
);
localparam idle=0,start=1,data=2,stop=3;
reg [1:0] state;
 reg [3:0] s;
 reg [$clog2(DATA_BITS) :0] n;
 reg [DATA_BITS -1:0] b;
always @(posedge clk or negedge reset_n) 
begin
    if (~reset_n) 
        begin
        state <= idle;
        s <= 0;
        n <= 0;
        b<=0;
        rx_done_tick <= 0;
        rx_data_out <= 8'b00000000;
        end 
    else 
        begin
        rx_done_tick <= 0; 
        if (tick) begin
            case(state)
                idle: begin
                    if (!rx) begin 
                        state<= start;
                        s<= 0;
                        n<= 0;
                    end
                end
                start:
                 begin
                        if (s == 7) begin 
                            if (!rx)
                             begin 
                            state <= data;
                            s <= 0;
                            end 
                        else
                        begin
                        state<= idle;
                        end
                        end
                         else
                          begin
                           s <= s + 1;
                           end
                end
                data: begin
                    if (s == 15)
                     begin 
                        b[n] <= rx; 
                        s <= 0;
                        if (n == 7)
                         begin
                            state <= stop;
                        end else begin
                            n <= n + 1;
                        end
                    end
                     else
                      begin
                        s <= s + 1;
                    end
                end
                stop: 
                begin
                    if (s == 15) begin 
                        state<= idle;
                        rx_data_out <= b;
                        rx_done_tick <= 1;
                    end 
                    else
                     begin
                        s <= s + 1;
                      end
               end
        endcase
    end
    end
    end
endmodule
[run.sh]
#!/bin/bash
# OpenROAD 26Q1-2900-gdf79404cd8, Yosys 0.63+post, stock flow scripts
make -C /OpenROAD-flow-scripts/flow DESIGN_CONFIG=/design/flow/config.mk WORK_HOME=/design/flow/orfs finish
[config.mk]
export PLATFORM = sky130hd
export DESIGN_NAME = uart_rx
export DESIGN_NICKNAME = uart_rx
export VERILOG_FILES = /design/flow/design.v
export SDC_FILE = /design/flow/constraint.sdc
export NUM_CORES = 4
export LEC_CHECK = 1
export CORE_AREA = 10 10 101 101
export DIE_AREA = 0 0 111 111
[constraint.sdc]
current_design uart_rx

set clk_period 2.7
set clk_io_pct 0.2

create_clock -name clk0 -period $clk_period [get_ports {clk}]

set non_clock_inputs [all_inputs -no_clocks]
set_input_delay [expr $clk_period * $clk_io_pct] -clock clk0 $non_clock_inputs
set_output_delay [expr $clk_period * $clk_io_pct] -clock clk0 [all_outputs]
==> PnR_summary.wiki <==
=== Physical design figures ===
{| class="wikitable"
! Metric !! Value
|-
| Die y size || 111 um
|-
| Layout Skew || 0.00879 ns
|-
| Drt first pass iters || 4
|-
| Final critical path time including I/O delays and setup || 2.09 ns
|-
| Detailed-route wire length || 3310 um
|-
| Max-cap viol count || 0
|-
| Total half-perimeter wirelength after legalization and detailed placement || 2320 um
|-
| Launching element of the worst setup path || tick
|-
| # Cells Yosys || 159
|-
| Non-filler instance count after layout || 274
|-
| Register clock-pin slew on the reported worst setup and hold paths || 0.06 ns
|-
| Worst setup slack after placement || 0.305 ns
|-
| Post-synth tally of flip-flops with integrated enable || 0
|-
| Average cell area after synthesis || 10.6 um2
|-
| Core area || 8130 um2
|-
| Number of instances resized during post-cts repair || 0
|-
| Setup repair after global routing missed its margin || false
|-
| Pwr Density || 474 nW/um2
|-
| Crit end category || flop
|-
| Number of top-level pins || 13
|-
| Number of buffers inserted by post-CTS setup repair || 0
|-
| Portion of the post-synthesis area used by sequential elements || 43.3%
|-
| Run status || finished, final reports clean
|-
| Total of hold buffers inserted after clock tree synthesis || 0
|-
| Final-layout fill cell count || 841
|-
| Number of antenna repair diodes || 0
|-
| Number of violations reported at the end of detailed-routing iteration 0 || 26
|-
| Post-synthesis to final-layout area growth || 16.8%
|-
| Summed standard-cell area reported by yosys || 1680 um2
|-
| Worst EP required || 2.86 ns
|-
| Vias after detailed routing || 1226
|-
| Startpoint kind of the worst setup timing path || input port
|-
| Most heavily used metal layer in global routing || met2
|-
| Worst slew pin tran || 0.517 ns
|-
| Initial cell density of the core || 20.7%
|-
| Async S/R FF share, synth || 100%
|-
| Residual DRC || 0
|-
| GP Congestion || 0.847
|-
| Fraction of met3 tracks used by global routing || 0.985%
|-
| Area share, top type || 41.7%
|-
| Area of placed instances || 1850 um2
|-
| Met2 global-route usage || 8.14%
|-
| Last element of the critical path || b[0]
|-
| Total clock buffers created by CTS || 5
|-
| Number of nets with antenna violations after routing || 0
|-
| Start-to-end type of the worst setup path || in -> reg
|-
| Die Size || 12300 um2
|-
| Setup TNS || 0 ns
|-
| Number of buffer cells added on primary ports || 12
|-
| Slack of the critical path || 0.612 ns
|-
| Cell Count Post-Placement || 266
|-
| Routed wirelength normalized by instance count || 12.1 um
|-
| Commonest cells after routing, fill and taps aside || dfrtp_1 (28), clkdlybuf4s50_1 (12), nand2_1 (10)
|-
| Share of cells above drive strength 1 || 13.6%
|-
| Wire length of the first global-routing pass || 5710 um
|-
| Via count of the first global-routing pass || 1150
|-
| Reg2reg end || b[0]
|-
| Met1 demand-to-capacity share in global routing || 7.22%
|-
| CTS tree || done
|-
| Flip-flop and latch count after synthesis || 29
|-
| Primary flip-flop cell chosen by synthesis mapping || dfrtp_1
|-
| Library cell occupying the most area in the post-synthesis netlist || dfrtp_1
|-
| Number of antenna violations at the first check in global routing || 0
|-
| Warning count from the yosys run || 1
|-
| Remaining global-route overflow || 0
|-
| Leak pwr || 0.864 nW
|-
| Most common logic cell in the routed design || dfrtp_1
|-
| CTS Sinks || 29
|-
| Worst reg2reg path depth || 6
|-
| H-tree Lvls || 2
|-
| Class of the tightest hold or removal check || reg -> reg
|-
| Post-route clock period utilization || 77.3%
|-
| CTS Buffer Depth || 2
|-
| Global-route total usage across every layer || 5.23%
|-
| Via count normalized by instance count || 4.47
|-
| Top achievable clock speed || 479 MHz
|-
| Final Instance Area || 1960 um2
|-
| Distinct lib cells used || 46
|-
| Top cells by area || dfrtp_1 (42%), mux2_2 (6.0%), ha_1 (4.5%)
|-
| # setup viols final || 0
|-
| Count of pins over their slew limit || 0
|-
| Worst supply voltage drop on vdd || 0.180 mV
|-
| CTS Root Cell || clkbuf_8
|-
| Arrival time of the worst setup path || 2.25 ns
|-
| Worst reg2reg setup slack || 0.72 ns
|-
| Post-Synthesis Cells || 159
|-
| Total standard cell area after synthesis || 1680 um2
|-
| Largest net degree at the start of global routing || 30
|-
| Horizontal extent of the die || 111 um
|-
| Worst-Skew Late Latency || 0.28 ns
|-
| Worst Path Max Fanout || 12
|-
| # rows || 33
|-
| Tightest slew margin relative to the limit || 65.1%
|-
| Final hold vios || 0
|-
| Log Warnings || 29
|-
| Source of the worst register-to-register timing path || n[0]
|}
[state kept, by name (all words and copies together), names as in the netlist]
signal and count:
b 8, rx_data_out 8, n 4, s 4, state 4, rx_done_tick 1
[worst max-delay path: stages]
cell and delay (ns):
clkdlybuf4s50_1 0.49, or4b_4 0.48, a21oi_4 0.28, nand4_1 0.15, mux2_1 0.32
[per-stage QoR]
step           utilization, %  hold slack (ns)  total power [W]
2_1_floorplan               -            0.244         0.000456
3_3_place_gp             22.7            0.468         0.000473
3_5_place_dp             22.7            0.480         0.000473
4_1_cts                  24.1            0.495         0.000945
5_1_grt                  24.1            0.518         0.000963
6_report                 24.1            0.485         0.000930
[per-layer routing]
metal	vias to the layer above	part of all wire (%)
met4	0	3.0
met2	21	45
li1	601	-
met1	595	47
met3	9	4.1
met5	-	0
[how the worst min path moves through the flow]
| stage | from | endpoint | slack [ns] | depth (start not counted) |
|---|---|---|---|---|
| 4_1_cts | rx_data_out[4] | rx_data_out[4] | 0.49 | 2 |
| 5_1_grt | rx_data_out[3] | rx_data_out[3] | 0.52 | 1 |
| 6_report | rx_data_out[4] | rx_data_out[4] | 0.49 | 2 |
[where the power goes]
part / leakage (nW) / internal (W) / switching, W
logic: 0.421 / 0.00000997 / 0.0000177
registers: 0.384 / 0.000436 / 0.000000868
clock network: 0.0585 / 0.000300 / 0.000165
[layout make-up]
class	count	area, um2	share of cell area (%)
Multi-Input combinational cell	112	831	42.3
Sequential cell	29	727	37.0
Timing Repair Buffer	14	135	6.88
Tap cell	105	131	6.69
Clock buffer	7	86.3	4.40
Clock inverter	1	30.0	1.53
Inverter	6	22.5	1.15
[cells in the mapped netlist, types with 2 or more instances]
master	number
a21oi_1	3
a22o_1	5
a31oi_1	2
a32o_1	3
and3_1	4
and3b_1	3
buf_6	4
clkbuf_1	4
clkbuf_8	2
dfrtp_1	28
ha_1	6
inv_1	6
mux2_2	9
mux2i_1	3
nand2_1	10
nand2b_1	3
nand3_1	9
nand3b_1	4
nand4_1	2
nor2_1	6
nor2b_1	4
nor3_1	4
o21ai_0	9
o2bb2ai_1	3
xor2_1	2
[cells by family (layout without fill, tap and decap cells)]
| logic type | after synthesis | count (layout) | share of synthesized area, % |
|---|---|---|---|
| AND-OR/OR-AND | 35 | 35 | 16.1 |
| XOR/XNOR | 3 | 3 | 1.56 |
| adder cells (fa/ha/maj) | 6 | 6 | 4.47 |
| buffers and inverters | 18 | 28 | 7.30 |
| flip-flops | 29 | 29 | 43.3 |
| multiplexers | 13 | 13 | 8.49 |
| AND/OR/NAND/NOR | 55 | 55 | 18.8 |
Power and IR drop assume default switching activity.
